`flow/config.mk`:
```
export PLATFORM = sky130hd
export DESIGN_NAME = LS_RS
export DESIGN_NICKNAME = LS_RS
export VERILOG_FILES = /design/flow/design.v
export SDC_FILE = /design/flow/constraint.sdc
export NUM_CORES = 4
export LEC_CHECK = 1
export CORE_UTILIZATION = 50
```
`flow/constraint.sdc`:
```
current_design LS_RS

set clk_period 17.2
set clk_io_pct 0.2

create_clock -name clk0 -period $clk_period [get_ports {clk}]

set non_clock_inputs [all_inputs -no_clocks]
set_input_delay [expr $clk_period * $clk_io_pct] -clock clk0 $non_clock_inputs
set_output_delay [expr $clk_period * $clk_io_pct] -clock clk0 [all_outputs]
```
`flow/design.v`:
```
module LS_RS(
    input wire clk,
    input wire rst,
    input wire rdy,
    input wire clr_i,
    output reg Empty_o,
    output reg Full_o,
    input wire En_i,
    input wire [5:0] Opcode_i,
    input wire [31:0] Imm_i,
    input wire [31:0] r1Data_i,
    input wire [31:0] r2Data_i,
    input wire [4:0] r1Id_i,
    input wire [4:0] r2Id_i,
    input wire [4:0] Id_i,
    input wire LSBufFull_i,
    output reg LSBufEn_o,
    output reg [5:0] LSBufOpcode_o,
    output reg [31:0] LSBufAddr_o,
    output reg [31:0] LSBufr2Data_o,
    output reg [4:0] LSBufId_o,
    input wire cdb1En_i,
    input wire [4:0] cdb1Id_i,
    input wire [31:0] cdb1Data_i,
    input wire cdb2En_i,
    input wire [4:0] cdb2Id_i,
    input wire [31:0] cdb2Data_i
);
    reg [4:0] r1_id[8-1:0], r2_id[8-1:0], id[8-1:0];
    reg [31:0] addr[8-1:0], r2_data[8-1:0];
    reg [5:0] op[8-1:0];
    reg [8-1:0] r1_rdy, r2_rdy;
    reg [31:0] tou, wei, i;
    wire [31:0] cnt;
    wire Full, Empty, tou_p, wei_p;
    assign cnt = wei - tou;
    assign tou_p = tou[3-1:0];
    assign wei_p = wei[3-1:0];
    always @ (posedge clk) begin
        if (rst || clr_i) begin
            tou <= 0; wei <= 0;
            Full_o <= 0; Empty_o <= 1; 
            LSBufEn_o <= 0;
        end else if (rdy) begin
            if (En_i) begin
                if (!LSBufFull_i && r1Id_i == 0 && r2Id_i == 0) begin
                    LSBufEn_o <= 1;
                    LSBufOpcode_o <= Opcode_i;
                    LSBufAddr_o <= Imm_i + r1Data_i;
                    LSBufr2Data_o <= r2Data_i;
                    LSBufId_o <= Id_i;
                end else begin 
                    wei <= wei + 1;                      
                    r1_id[wei_p] <= r1Id_i;
                    r2_id[wei_p] <= r2Id_i;
                    if (r1Id_i == 0) begin
                        r1_rdy[wei_p] <= 1;
                        addr[wei_p] <= Imm_i + r1Data_i;
                    end else begin
                        r1_rdy[wei_p] <= 0;
                        addr[wei_p] <= Imm_i;
                    end
                    r2_data[wei_p] <= r2Data_i;
                    r2_rdy[wei_p] <= (r2Id_i == 0);
                    id[wei_p] <= Id_i;
                    op[wei_p] <= Opcode_i;
                    if (r1_rdy[tou_p] && r2_rdy[tou_p]) begin
                        tou <= tou + 1;
                        LSBufEn_o <= 1;
                        LSBufOpcode_o <= op[tou_p];
                        LSBufAddr_o <= addr[tou_p];
                        LSBufr2Data_o <= r2_data[tou_p];
                        LSBufId_o <= id[tou_p];
                        r1_rdy[tou_p] <= 0;
                        r2_rdy[tou_p] <= 0;
                    end else LSBufEn_o <= 0;
                end
            end else begin
                if (r1_rdy[tou_p] && r2_rdy[tou_p]) begin
                    tou <= tou + 1;
                    LSBufEn_o <= 1;
                    LSBufOpcode_o <= op[tou_p];
                    LSBufAddr_o <= addr[tou_p];
                    LSBufr2Data_o <= r2_data[tou_p];
                    LSBufId_o <= id[tou_p];
                    r1_rdy[tou_p] <= 0;
                    r2_rdy[tou_p] <= 0;
                end else LSBufEn_o <= 0;
            end
            if (cdb1En_i) begin
                for (i = 0; i < 8; i = i + 1) begin
                    if (r1_id[i] == cdb1Id_i) begin
                        addr[i] <= addr[i] + cdb1Data_i;
                        r1_rdy[i] <= 1;
                    end
                    if (r2_id[i] == cdb1Id_i) begin
                        r2_data[i] <= cdb1Data_i; 
                        r2_rdy[i] <= 1;
                    end
                end
            end
            if (cdb2En_i) begin
                for (i = 0; i < 8; i = i + 1) begin
                    if (r1_id[i] == cdb2Id_i) begin
                        addr[i] <= addr[i] + cdb2Data_i;
                        r1_rdy[i] <= 1;
                    end
                    if (r2_id[i] == cdb2Id_i) begin
                        r2_data[i] <= cdb2Data_i; 
                        r2_rdy[i] <= 1;
                    end
                end
            end
        end
    end
endmodule
```
`flow/run.sh`:
```
#!/bin/bash
# OpenROAD 26Q1-2900-gdf79404cd8, Yosys 0.63+post, stock flow scripts
make -C /OpenROAD-flow-scripts/flow DESIGN_CONFIG=/design/flow/config.mk WORK_HOME=/design/flow/orfs finish
```
==> results.py <==
# Generated from Yosys and OpenROAD reports
metrics = {
    "clock_network": {
        "clock-sinks": 253,
        "htree_levels": 1,
        "ctsHoldBuffers": 0,
        "post_cts_resized": 0,
        "cts_setup_buffers": 0,
        "worstSkewPairLatency_ns": 0.59,
        "clock_path_buffers": 3,
        "clk_pin_slew_ns": 0.06,
        "cts_buffers": 30,
        "cts_tree": "done",
        "root_buffer": "clkbuf_16",
    },
    "yosys": {
        "yosys_warnings": 1,
        "syn_area_um2": 21200,
        "synth_cells": 2340,
        "ff_type": "edfxtp_1",
        "ys_seq_share_pct": 35.7,
        "synthXorXnorAreaFrac_pct": 7.41,
        "avgSynthCellArea_um2": 9.04,
        "async_reset_ff_share_pct": 0,
        "ys_cells": 2340,
        "mux_area_share_pct": 7.24,
        "yosys.area_share.simple_pct": 13.5,
        "post_synth_num_cell_types": 78,
        "synth-edff-count": 249,
        "ys_sh_adder_pct": 9.64,
        "synth-compound-area-share_pct": 23.7,
        "logic_family": "AND-OR/OR-AND gates",
        "numSynthFlops": 253,
        "yosys_area_um2": 21200,
    },
    "final_timing": {
        "setup_violations": 0,
        "tightest_slew_ns": 0.946,
        "finalSetupTns_ns": 0,
        "layout_min_cycle_time_ns": 6.80,
        "whs_ns": 0.547,
        "finalClockSkew_ns": 0.0346,
        "slew_viol_final": 0,
        "worst_slack_ns": 10.40,
        "period_used_pct": 39.6,
        "timing.fmax_mhz": 147,
        "rsz0062_at_grt": "no",
        "slew_headroom_pct": 36.1,
        "finalHoldViolCount": 0,
    },
    "worst_setup_path": {
        "cp.required_ns": 17.54,
        "rr_worst_depth": 10,
        "crit_path_max_fanout": 5,
        "r2r_end": "addr[1][31]",
        "r2r_start": "addr[1][2]",
        "cp.arrival_ns": 7.14,
        "startpoint_type": "primary input",
        "crit_path_end_kind": "flop",
        "r2r_slack_ns": 13.46,
        "crit_start": "Imm_i[0]",
        "path_class": "primary input to flop",
    },
    "drt": {
        "ant_nets": 0,
        "drtIter0Drc": 1518,
        "wl_met1_mm": 31.0,
        "drc": 0,
        "wl_per_cell_um": 22.6,
        "wl_met3_mm": 9.78,
        "finalWirelength_mm": 70.5,
        "drt_pass1_iterations": 6,
        "vias_per_cell": 6.17,
        "dr_wl_met2_mm": 28.3,
        "highest_layer": "met4",
        "vias": 19200,
    },
    "floorplan": {
        "core_area_um2": 41300,
        "io_pins": 277,
        "die_x_um": 208,
        "die-area_um2": 43100,
        "fp_util_pct": 51.2,
        "row_count": 74,
        "die_y_um": 208,
    },
    "global_routing": {
        "grt_max_degree": 79,
        "grt_pass1_wl_mm": 107,
        "grt.total_usage_pct": 34.1,
        "antenna_found_initial": 3,
        "grt_overflow": 0,
        "grt_pass1_vias": 18400,
    },
    "power": {
        "power_frac_clock_pct": 35.0,
        "intPower_mw": 1.26,
        "seq_power_share_pct": 39.9,
        "ir_worst_vdd_mv": 0.0808,
        "power_density_nw_per_um2": 70.3,
        "switching_power_mw": 0.524,
        "p_comb_share_pct": 25.1,
        "power.leakage_nw": 8.99,
        "p_sw_share_pct": 29.5,
    },
    "worst_hold_path": {
        "whs_endpoint": "LSBufEn_o",
        "hp-class": "flop to flop",
        "hold_path_startpoint": "LSBufEn_o",
        "hold_depth": 2,
    },
    "flow_run": {
        "openroad.warnings": 26,
        "maxCapViolations": 0,
    },
    "placed_design": {
        "place_congestion": 1.05,
        "io_buffers": 274,
        "hpwl_mm": 55.2,
        "dpl_worst_slack_ns": 9.86,
        "dp.cells": 3059,
    },
    "cells_and_area": {
        "finish.utilization_pct": 61.3,
        "comb_area_um2": 13100,
        "fin_cells": 3115,
        "fill_cells": 3414,
        "syn2layout_area_growth_pct": 19.7,
        "regArea_um2": 7560,
        "drive_above_1_share_pct": 3.87,
    },
    "run_status": {
        "status": "finished, final reports clean",
    },
}
## worst max-delay path, stage by stage
cell             delay (ns)
clkdlybuf4s50_1        0.43
ha_1                   0.28
fa_1                   0.43
a21oi_1                0.23
o211ai_1               0.27
a31oi_1                0.38
o21ai_1                0.20
a41o_1                 0.31
a41oi_1                0.21
xor2_1                 0.22
o21ai_0                0.31
a221o_1                0.43
## layout make-up
cell class                      instances  area share, %
Clock inverter                         20          0.761
Sequential cell                       253           29.9
Multi-Input combinational cell       1939           51.6
Tap cell                              532           2.63
Inverter                               34          0.509
Antenna cell                            2         0.0198
Timing Repair Buffer                  301           11.6
Clock buffer                           34           3.02
## power by group through the flow
| stage | Clock (mW) | Sequential, mW | Combinational (mW) |
|---|---|---|---|
| global route | 0.655 | 0.710 | 0.489 |
| finish | 0.623 | 0.709 | 0.447 |
| CTS | 0.635 | 0.709 | 0.438 |
## how the worst max path moves through the flow
stage / endpoint / depth (start not counted) / slack, ns
6_report: addr[0][28] / 12 / 10.40
4_1_cts: addr[1][28] / 10 / 10.46
5_1_grt: addr[1][28] / 10 / 10.19
## registers in the layout, summed over array words and instances (netlist names), named ones only
signal         cells
LSBufAddr_o       32
r2_rdy             2
LSBufOpcode_o      6
r2_id             10
LSBufId_o          5
addr              64
LSBufr2Data_o     32
r1_rdy             2
id                10
wei                1
r1_id             10
r2_data           64
LSBufEn_o          1
op                12
tou                1
## per-stage QoR
stage          instance area, um2  power [mW]
3_3_place_gp                24400        1.16
6_report                    25300        1.78
2_1_floorplan               21200       0.988
5_1_grt                     25300        1.85
3_5_place_dp                24400        1.16
4_1_cts                     25300        1.78
## Yosys cell counts, drive strengths merged, types with 46 or more instances
library cell,instances,area share [%]
nand2,338,6.0
xor2,88,3.6
edfxtp,249,35
mux2i,153,7.2
nor2,105,1.9
o21ai,313,7.5
xnor2,91,3.8
a21o,63,2.2
o211ai,46,1.6
clkbuf,99,1.8
a21oi,159,3.8
ha,155,9.2
## cells in the final DEF (no fill, tap or decap), types with 10 or more instances in the layout
cell	synthesis	final
nor2b_1	13	13
o221ai_1	22	22
a21oi_1	159	159
buf_4	2	27
o21bai_1	25	25
a22oi_1	24	24
a31oi_1	22	22
nand2_1	338	337
o211ai_1	46	46
clkdlybuf4s50_1	0	274
xnor2_1	91	91
and3_1	21	21
nor3_1	27	26
nand2b_1	19	19
a21o_1	63	63
inv_1	34	33
mux2i_1	153	153
nand3_1	43	43
a211oi_1	10	10
nor2_1	105	102
xor2_1	88	88
o21ai_0	303	303
nor4_1	10	10
o21a_1	11	11
nand4_1	21	21
or3_1	12	12
clkbuf_16	0	30
ha_1	155	155
o31ai_1	14	14
edfxtp_1	249	249
## cell families (layout without fill, tap and decap cells)
group	count (synthesis)	count (layout)
mux	153	153
buf+inv	148	389
fa+ha+maj	160	160
other cells	2	4
flops	253	253
xor+xnor	179	179
simple gates	643	643
compound gates	802	802
## layer usage
layer / vias up / global-route usage (%)
met1: 8840 / 53.1
met5: - / 0.222
li1: 9278 / -
met4: 0 / 6.08
met2: 1018 / 45.8
met3: 84 / 15.4
Power is estimated from default activity; no workload was simulated.
