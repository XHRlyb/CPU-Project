===== flow/constraint.sdc =====
current_design LS_RS2

set clk_period 13.8
set clk_io_pct 0.2

create_clock -name clk0 -period $clk_period [get_ports {clk}]

set non_clock_inputs [all_inputs -no_clocks]
set_input_delay [expr $clk_period * $clk_io_pct] -clock clk0 $non_clock_inputs
set_output_delay [expr $clk_period * $clk_io_pct] -clock clk0 [all_outputs]

===== flow/config.mk =====
export PLATFORM = sky130hd
export DESIGN_NAME = LS_RS2
export DESIGN_NICKNAME = LS_RS2
export VERILOG_FILES = /design/flow/design.v
export SDC_FILE = /design/flow/constraint.sdc
export NUM_CORES = 4
export LEC_CHECK = 1
export CORE_UTILIZATION = 40

===== flow/design.v =====
module LS_RS2(
    input wire clk,
    input wire rst,
    input wire rdy,
    input wire clr_i,
    output reg Empty_o,
    output reg Full_o,
    input wire En_i,
    input wire [5:0] Opcode_i,
    input wire [31:0] Imm_i,
    input wire [31:0] r1Data_i,
    input wire [31:0] r2Data_i,
    input wire [4:0] r1Id_i,
    input wire [4:0] r2Id_i,
    input wire [4:0] Id_i,
    input wire LSBufFull_i,
    output reg LSBufEn_o,
    output reg [5:0] LSBufOpcode_o,
    output reg [31:0] LSBufAddr_o,
    output reg [31:0] LSBufr2Data_o,
    output reg [4:0] LSBufId_o,
    input wire cdb1En_i,
    input wire [4:0] cdb1Id_i,
    input wire [31:0] cdb1Data_i,
    input wire cdb2En_i,
    input wire [4:0] cdb2Id_i,
    input wire [31:0] cdb2Data_i
);
    parameter cap = 3'h7;
    parameter avail_empty = {8{1'b1}};
    reg [4:0] r1_id[8-1:0], r2_id[8-1:0], id[8-1:0];
    reg [31:0] addr[8-1:0], r2_data[8-1:0];
    reg [5:0] op[8-1:0];
    reg [8-1:0] r1_rdy, r2_rdy, avail;
    reg [31:0] i;
    wire Full, Empty, Cur, rrdy, cur;
    assign Full = (avail == 0);
    assign Empty = (avail != 0);
    assign Cur = (avail & (avail ^ (avail - 1)));
    assign rrdy = (r1_rdy & r2_rdy);
    assign cur = (rrdy & (rrdy ^ (rrdy - 1)));
    always @ (posedge clk) begin
        if (rst || clr_i) begin
            Full_o <= 0; Empty_o <= 1; 
            avail <= avail_empty;
            LSBufEn_o <= 0;
        end else if (rdy) begin
            if (En_i) begin
                if (!LSBufFull_i && r1Id_i == 0 && r2Id_i == 0) begin
                    LSBufEn_o <= 1;
                    LSBufOpcode_o <= Opcode_i;
                    LSBufAddr_o <= Imm_i + r1Data_i;
                    LSBufr2Data_o <= r2Data_i;
                    LSBufId_o <= Id_i;
                end else begin                        
                    r1_id[Cur] <= r1Id_i;
                    r2_id[Cur] <= r2Id_i;
                    if (r1Id_i == 0) begin
                        r1_rdy[Cur] <= 1;
                        addr[Cur] <= Imm_i + r1Data_i;
                    end else begin
                        r1_rdy[Cur] <= 0;
                        addr[Cur] <= Imm_i;
                    end
                    r2_data[Cur] <= r2Data_i;
                    r2_rdy[Cur] <= (r2Id_i == 0);
                    id[Cur] <= Id_i;
                    op[Cur] <= Opcode_i;
                    avail[Cur] <= 0;
                    if (rrdy != 0) begin
                        LSBufEn_o <= 1;
                        LSBufOpcode_o <= op[cur];
                        LSBufAddr_o <= addr[cur];
                        LSBufr2Data_o <= r2_data[cur];
                        LSBufId_o <= id[cur];
                        avail[cur] <= 1;
                        r1_rdy[cur] <= 0;
                        r2_rdy[cur] <= 0;
                    end else LSBufEn_o <= 0;
                end
            end else begin
                if (rrdy != 0) begin
                    LSBufEn_o <= 1;
                    LSBufOpcode_o <= op[cur];
                    LSBufAddr_o <= addr[cur];
                    LSBufr2Data_o <= r2_data[cur];
                    LSBufId_o <= id[cur];
                    avail[cur] <= 1;
                    r1_rdy[cur] <= 0;
                    r2_rdy[cur] <= 0;
                end else LSBufEn_o <= 0;
            end
            if (cdb1En_i) begin
                for (i = 0; i < 8; i = i + 1) begin
                    if (r1_id[i] == cdb1Id_i) begin
                        addr[i] <= addr[i] + cdb1Data_i;
                        r1_rdy[i] <= 1;
                    end
                    if (r2_id[i] == cdb1Id_i) begin
                        r2_data[i] <= cdb1Data_i; 
                        r2_rdy[i] <= 1;
                    end
                end
            end
            if (cdb2En_i) begin
                for (i = 0; i < 8; i = i + 1) begin
                    if (r1_id[i] == cdb2Id_i) begin
                        addr[i] <= addr[i] + cdb2Data_i;
                        r1_rdy[i] <= 1;
                    end
                    if (r2_id[i] == cdb2Id_i) begin
                        r2_data[i] <= cdb2Data_i; 
                        r2_rdy[i] <= 1;
                    end
                end
            end
        end
    end
endmodule

===== flow/run.sh =====
#!/bin/bash
# OpenROAD 26Q1-2900-gdf79404cd8, Yosys 0.63+post, stock flow scripts
make -C /OpenROAD-flow-scripts/flow DESIGN_CONFIG=/design/flow/config.mk WORK_HOME=/design/flow/orfs finish

==> results.py <==
# Flow results
metrics = {
    "yosys": {
        "synth_flops": 174,
        "ys_area_um2": 14070,
        "syn_inst": 1495,
        "async_reset_ff_share_pct": 0,
        "syn_avg_cell_area_um2": 9.414,
        "ys_types": 84,
        "synth_seq_share_pct": 36.98,
        "netlist_area_um2": 14070,
        "yosysWarnings": 1,
        "ys_cells": 1495,
        "synthFlopType": "edfxtp_1",
        "synth-edff-count": 172,
    },
    "route": {
        "num_vias": 12160,
        "drt_iter0_markers": 880,
        "routedWlPerCell_um": 19.48,
        "vias_per_cell": 5.537,
        "post-route-drc-count": 0,
        "antennaDiodeCount": 0,
        "firstDrtPassIters": 5,
        "drt-total-wl_mm": 42.77,
        "postRouteAntennaNets": 0,
    },
    "setup_path": {
        "path_class": "input pin to register",
        "critPathBufInv": 4,
        "cp_max_fo": 52,
        "r2r_start": "addr[1][7]$_DFFE_PP_",
        "crit_slowest_cell": "buf_4",
        "crit_cells": 13,
        "r2r_slack_ps": 10390,
        "reg2reg_to": "addr[1][16]$_DFFE_PP_",
        "cp-end-kind": "register",
        "arrival_ps": 5960,
        "crit_family": "buffers and inverters",
        "reg2regPathDepth": 9,
        "cp_data_required_time_ps": 13980,
        "crit_path_max_incr_delay_ps": 640,
        "cp-start-kind": "input pin",
        "cp_cell_sequence": "clkdlybuf4s50_1 > nor2_1 > nand2_1 > clkinv_2 > buf_4 > and3_1 > buf_4 > nor3_1 > a211oi_1 > o311a_1 > nor2_1 > a31oi_1 > mux2i_1",
    },
    "cts": {
        "cts-buffers-inserted": 17,
        "cts_buffer_depth": 2,
        "cts_setup_buffers": 0,
        "cts_root_buffer": "clkbuf_16",
        "cts-htree-levels": 4,
        "cts_tree": "built",
        "clk_pin_slew_ps": 80,
        "holdBufCountCts": 0,
        "clkSinkCount": 174,
        "cts_resized": 0,
        "clock_latency_ps": 440,
    },
    "sta": {
        "rsz0062_at_grt": "no",
        "slew_headroom_pct": 40.92,
        "fin_crit_sh_pct": 41.86,
        "clock_skew_ps": 12.13,
        "max_freq_mhz": 173.1,
        "setup_violations": 0,
        "final-hold-violation-count": 0,
        "drv_slew": 0,
        "worst_slack_ps": 8023,
        "period_needed_ps": 5777,
        "finalSetupTns_ps": 0,
        "tightest_slew_ps": 886.2,
        "fin_hold_ws_ps": 527.7,
    },
    "worst_hold_path": {
        "min_from": "avail[0]$_SDFFE_PN1P_",
        "hp-class": "register to register",
        "hold_end": "avail[0]$_SDFFE_PN1P_",
        "hold_depth": 1,
    },
    "floorplan": {
        "die-area_um2": 35940,
        "die_y_um": 189.6,
        "dieWidth_um": 189.6,
        "rows": 68,
        "io_pins": 277,
        "fp_util_pct": 40.74,
        "core-area_um2": 34540,
    },
    "final_layout": {
        "drive_above_1_share_pct": 5.055,
        "logic_area_um2": 8498,
        "areaGrowthSynthToFinish_pct": 26.18,
        "regArea_um2": 5205,
        "fillers": 3154,
    },
    "power": {
        "power-per-cell-area_nw_per_um2": 83.60,
        "vdd_drop_max_v": 0.00008748,
        "leakagePower_nw": 7.130,
    },
    "placement": {
        "io_buffers": 274,
        "place_ws_ps": 7530,
        "routabilityCongestion": 0.9586,
        "dp_hpwl_mm": 33.55,
    },
    "global_routing": {
        "grt_pass1_vias": 11454,
        "grt_usage_pct": 24.91,
        "gr-total-overflow": 0,
        "antenna_found_initial": 0,
        "grt_pass1_wl_mm": 65.87,
        "grt_start_max_net_pins": 85,
    },
    "outcome": {
        "status": "finished clean",
    },
    "job": {
        "warning_count": 25,
        "cap_viol_max_count": 0,
    },
}
## layout by cell type (no fill, tap or decap), types with 15 or more instances in the layout
| cell type | instances |
|---|---|
| o211ai_1 | 15 |
| a21o_1 | 33 |
| a21oi_1 | 185 |
| nand2_1 | 106 |
| o21ai_0 | 75 |
| mux2i_1 | 126 |
| mux2_2 | 16 |
| nand4_1 | 15 |
| ha_1 | 93 |
| nor3_1 | 25 |
| nand3_1 | 32 |
| a211oi_1 | 23 |
| edfxtp_1 | 172 |
| o21a_1 | 20 |
| nor2_1 | 165 |
| inv_1 | 20 |
| clkbuf_16 | 17 |
| nand2b_1 | 15 |
| xor2_1 | 53 |
| clkdlybuf4s50_1 | 274 |
| xnor2_1 | 63 |
## cell type report
cell class / instances / share of cell area, %
clock buffer: 17 / 2.396
clock inverter: 15 / 0.8314
inverter: 21 / 0.4509
multi-input combinational: 1228 / 47.85
sequential: 174 / 29.31
tap: 455 / 3.206
timing repair buffer: 286 / 15.95
## Yosys cell counts, types with 7 or more instances
cell      count  area [um2]
inv_1        20       75.07
nand4_1      15       93.84
a21o_1       33       247.7
mux2_2       16       180.2
nor2b_1      10       62.56
nand2b_1     15       93.84
ha_1         93        1164
xor2_1       53       464.2
o21ai_0      75       375.4
nand2_1     108       405.4
buf_1        10       37.54
nor3_1       25       125.1
edfxtp_1    172        5165
xnor2_1      63       551.8
and3_1       12       75.07
o211ai_1     15       112.6
nor2_1      165       619.3
and2_1        9       56.30
mux2i_1     126        1261
o21a_1       20       150.1
buf_2        10       50.05
a211oi_1     23       172.7
clkbuf_1     47       176.4
and4_1        7       61.31
a31oi_1      10       62.56
a21oi_1     185       925.9
nand3_1      32       160.2
## registers in the layout, summed over array words and instances (netlist names), 5 cells and up
signal	cells
LSBufAddr_o	32
LSBufr2Data_o	32
LSBufId_o	5
r2_data	32
id	5
r1_id	10
LSBufOpcode_o	6
r2_id	10
op	6
addr	32
## power breakdown
group / switching (mW) / leakage (nW) / internal [mW]
Sequential: 0.00938 / 1.59 / 0.599
Clock: 0.239 / 0.279 / 0.241
Combinational: 0.207 / 5.27 / 0.190
## kinds of logic after synthesis
logic type,after synthesis,synth area share [%]
compound gates,439,19.44
simple gates,432,14.36
flops,174,36.98
mux,142,10.24
xor+xnor,117,7.379
fa+ha+maj,96,8.695
buf+inv,93,2.845
other cells,2,0.05336
## per-stage QoR
stage / std cells / power [mW] / area, um2 / util (%)
after floorplan: 1495 / 0.8574 / 14070 / -
after global placement: 2164 / 1.010 / 17190 / 49.75
after detailed placement: 2164 / 1.010 / 17190 / 49.75
after CTS: 2196 / 1.492 / 17760 / 51.41
after global routing: 2196 / 1.556 / 17760 / 51.41
final: 2196 / 1.485 / 17760 / 51.41
## worst max-delay path by stage
stage,start,end,slack [ps]
after CTS,clr_i,addr[1][24]$_DFFE_PP_,7980
after global routing,clr_i,addr[1][24]$_DFFE_PP_,7750
final,clr_i,addr[1][24]$_DFFE_PP_,8020
## layer usage
metal  share of wire, %  vias to the layer above  wire length [um]  global-route usage (%)
li1                   -                     6096                 -                       -
met1                 50                     5599             21300                   42.50
met4               0.71                        0               304                   1.830
met3                9.3                       16              3971                   7.833
met5                  0                        -                 0                       0
met2                 40                      449             17190                   33.29
Power is estimated from default activity; no workload was simulated.
