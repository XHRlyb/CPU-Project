===== constraint.sdc =====
current_design RS

set clk_period 64.4
set clk_io_pct 0.2

create_clock -name clk0 -period $clk_period [get_ports {clk}]

set non_clock_inputs [all_inputs -no_clocks]
set_input_delay [expr $clk_period * $clk_io_pct] -clock clk0 $non_clock_inputs
set_output_delay [expr $clk_period * $clk_io_pct] -clock clk0 [all_outputs]

===== design.v =====
module RS(
    input wire clk,
    input wire rst,
    input wire rdy,
    input wire clr_i,
    output reg Empty_o,
    output reg Full_o,
    input wire En_i,
    input wire [5:0] Opcode_i,
    input wire [31:0] Pc_i,
    input wire [31:0] Imm_i,
    input wire [31:0] r1Data_i,
    input wire [31:0] r2Data_i,
    input wire [4:0] r1Id_i,
    input wire [4:0] r2Id_i,
    input wire [4:0] Id_i,
    output reg ALUEn_o,
    output reg [5:0] ALUOpcode_o,
    output reg [31:0] ALUImm_o,
    output reg [31:0] ALUPc_o,
    output reg [31:0] ALUr1Data_o,
    output reg [31:0] ALUr2Data_o,
    output reg [4:0] ALUId_o,
    input wire cdb1En_i,
    input wire [4:0] cdb1Id_i,
    input wire [31:0] cdb1Data_i,
    input wire cdb2En_i,
    input wire [4:0] cdb2Id_i,
    input wire [31:0] cdb2Data_i
);
    parameter cap = 5'h1e;
    parameter avail_empty = {32{1'b1}};
    reg [4:0] r1_id[32-1:0], r2_id[32-1:0], id[32-1:0];
    reg [31:0] r1_data[32-1:0], r2_data[32-1:0], imm[32-1:0], pc[32-1:0];
    reg [5:0] op[32-1:0];
    reg [32-1:0] r1_rdy, r2_rdy, avail;
    reg [31:0] i;
    wire Full, Empty;
    wire [32-1:0] rrdy;
    reg [32-1:0] Cur, cur, i;
    assign Full = (avail == 1);
    assign Empty = (avail == avail_empty);
    always @ (*) begin
        if (rst || clr_i)
            Cur = 1;
        else if (Full) begin
            Cur = 0;
        end else begin
            Cur = 1;
            for (i = 1; i <= 32 - 1; i = i + 1)
                if (avail[i]) begin
                    Cur = i;
                end
        end
    end
    always @ (posedge clk) begin
        if (rst || clr_i) begin
            Full_o <= 0; Empty_o <= 1; 
            avail <= avail_empty;
            ALUEn_o <= 0;
            r1_rdy <= 0;
            r2_rdy <= 0;
            cur <= 0;
        end else if (rdy) begin
            Full_o <= Full;
            Empty_o <= Empty;
            if (En_i && r1Id_i == 0 && r2Id_i == 0) begin
                ALUEn_o <= 1;
                ALUOpcode_o <= Opcode_i;
                ALUPc_o <= Pc_i;
                ALUImm_o <= Imm_i;
                ALUr1Data_o <= r1Data_i;
                ALUr2Data_o <= r2Data_i;
                ALUId_o <= Id_i;
            end else begin      
                if (En_i) begin
                    pc[Cur] <= Pc_i;
                    imm[Cur] <= Imm_i;                  
                    r1_id[Cur] <= r1Id_i;
                    r2_id[Cur] <= r2Id_i;
                    r1_data[Cur] <= r1Data_i;
                    r2_data[Cur] <= r2Data_i;
                    r1_rdy[Cur] <= (r1Id_i == 0);
                    r2_rdy[Cur] <= (r2Id_i == 0);
                    id[Cur] <= Id_i;
                    op[Cur] <= Opcode_i;
                    avail[Cur] <= 0;
                end
                if (cur != 0) begin
                    ALUEn_o <= 1;
                    ALUOpcode_o <= op[cur];
                    ALUPc_o <= pc[cur];
                    ALUImm_o <= imm[cur];
                    ALUr1Data_o <= r1_data[cur];
                    ALUr2Data_o <= r2_data[cur];
                    ALUId_o <= id[cur];
                    avail[cur] <= 1;
                    r1_rdy[cur] <= 0;
                    r2_rdy[cur] <= 0;
                    cur <= 0;
                end else ALUEn_o <= 0;
            end
            if (cdb1En_i) begin
                for (i = 1; i < 32; i = i + 1) begin
                    if (!avail[i] && r1_id[i] == cdb1Id_i) begin
                        r1_data[i] <= cdb1Data_i;
                        r1_rdy[i] <= 1;
                        if (r2_rdy[i]) cur <= i;
                    end
                    if (!avail[i] && r2_id[i] == cdb1Id_i) begin
                        r2_data[i] <= cdb1Data_i; 
                        r2_rdy[i] <= 1;
                        if (r1_rdy[i]) cur <= i;
                    end
                end
            end
            if (cdb2En_i) begin
                for (i = 1; i < 32; i = i + 1) begin
                    if (!avail[i] && r1_id[i] == cdb2Id_i) begin
                        r1_data[i] <= cdb2Data_i;
                        r1_rdy[i] <= 1;
                        if (r2_rdy[i]) cur <= i;
                    end
                    if (!avail[i] && r2_id[i] == cdb2Id_i) begin
                        r2_data[i] <= cdb2Data_i; 
                        r2_rdy[i] <= 1;
                        if (r1_rdy[i]) cur <= i;
                    end
                end
            end
        end
    end
endmodule

===== run.sh =====
#!/bin/bash
# OpenROAD 26Q1-2900-gdf79404cd8, Yosys 0.63+post, stock flow scripts
make -C /OpenROAD-flow-scripts/flow DESIGN_CONFIG=/design/flow/config.mk WORK_HOME=/design/flow/orfs finish

===== config.mk =====
export PLATFORM = sky130hd
export DESIGN_NAME = RS
export DESIGN_NICKNAME = RS
export VERILOG_FILES = /design/flow/design.v
export SDC_FILE = /design/flow/constraint.sdc
export NUM_CORES = 4
export LEC_CHECK = 1
export CORE_UTILIZATION = 30
export SYNTH_MEMORY_MAX_BITS = 65536

==> out/qor.csv <==
stage,metric,value,unit
status,status,"complete, no violations",
synth,ys_ff,5031,
clock_tree,cts.clk_slew.worst_paths,60,ps
floorplanning,core_area,0.803,mm^2
final_timing,period_needed,17290,ps
floorplanning,die_width,900,um
critical_path,worst-endpoint-arrival,18020,ps
clock_tree,cts_tree,yes,
floorplanning,ioPinCount,372,
critical_path,endpoint_kind,register,
worst_hold_path,hold_path.class,register to register,
layout,drive_gt1_frac,0.190,
routing,drtIter0Drc,14400,
floorplanning,fp_util,0.301,
floorplanning,std_cell_rows,329,
synth,synth_area_per_cell,13.9,um^2
routing,drt-wirelength-per-cell,33.2,um
routing,drt_pre_antenna_iters,7,
placement,hpwl,593,mm
final_timing,hold_violations,0,
clock_tree,cts-root-buf,clkbuf_16,
final_timing,setup-tns-final,0,ps
synth,postSynthSeqShare,0.619,
clock_tree,cts_resized,0,
critical_path,path_max_fanout,40,
clock_tree,cts_setup_buffers,0,
global_route,grt_max_degree,81,
final_timing,slew_headroom,0.0248,
critical_path,required,65130,ps
final_timing,skew,66.9,ps
final_timing,fin_hold_ws,486,ps
routing,detail-route-antenna-nets,0,
synth,syn_area,0.242,mm^2
floorplanning,dieArea,0.810,mm^2
synth,synthArstFlopShare,0,
routing,routed_wl,947,mm
synth,syn_inst,17400,
power,power.leakage,96.9,nW
global_route,first_global_vias,162000,
synth,yosys_warnings,1,
placement,gp_congestion,1.03,
final_timing,drv_slew,0,
synth,yosysChipArea,0.242,mm^2
routing,vias_per_cell,5.54,
layout,lay_top_cells,"edfxtp_1 (4897), nand2_1 (1616), mux2i_1 (1536)",
final_timing,fin_crit_sh,0.268,
routing,vias,158000,
layout,final_common_cell,edfxtp_1,
placement,io_buffer_count,371,
synth,synth-edff-count,4897,
layout,area_growth,14.2,%
clock_tree,htree_levels,6,
synth,yosys-stat-cells,17400,
routing,route.detailed.drc,0,
clock_tree,clock_latency,1160,ps
final_timing,fmax,0.0578,GHz
power,ir_worst_vdd,0.0292,mV
final_timing,setup_viol,0,
critical_path,start_kind,input pin,
clock_tree,clock-sinks,5031,
clock_tree,cts_buffers,519,
synth,synth_cell_types,103,
clock_tree,cts_hold_buf,0,
global_route,grtUsageTotal,0.244,
final_timing,grt_setup_unrepaired,false,
floorplanning,die_y,900,um
critical_path,crit_type,input pin to register,
global_route,grt_remaining_overflow,0,
global_route,antenna_found_initial,70,
job,warnings,29,
final_timing,tightest_slew,1450,ps
clock_tree,cts_buffer_depth,4,
global_route,grt_pass1_wl,1300,mm
synth,ys.flop_type,edfxtp_1,
job,drv_cap,0,
power,p_per_area,25.4,mW/mm^2
power,finalPower,7.01,mW
## cell usage after synthesis, types with 178 or more instances
cell type     n  area [um^2]
nand3_1     178          891
mux2i_1    1536        15400
mux4_2     1390        31300
buf_1       319         1200
nor2_1     1475         5540
clkbuf_1   1410         5290
a21oi_1     975         4880
nand2_1    1713         6430
edfxtp_1   4897       147000
xnor2_1     338         2960
o22ai_1     188         1180
o21ai_0    1363         6820
xor2_1      297         2600
## per-stage QoR
stage	cells	cell area, um^2	setup slack (ps)	util
after floorplan	17400	242000	42900	-
final	28500	276000	47110	0.344
after detailed placement	27600	260000	46280	0.324
after CTS	28500	276000	47450	0.344
after global routing	28500	276000	47040	0.344
after global placement	27600	260000	45930	0.324
## worst paths after layout
check,start,end,slack (ps),cells past startpoint
worst min register to register,cur[31],cur[31],490,1
worst max-delay path,clr_i,pc[13][23],47110,8
worst min-delay path,cur[31],cur[31],490,1
worst max register to register,avail[22],pc[0][20],57180,11
## where the power goes
| group | internal (mW) | switching (mW) |
|---|---|---|
| Sequential | 3.59 | 0.00321 |
| Combinational | 0.146 | 0.293 |
| Clock | 1.66 | 1.32 |
| Total | 5.40 | 1.62 |
## flip-flops by register name, summed over array words and instances (netlist names), 32 cells and up, named ones only
| signal | count |
|---|---|
| pc | 1024 |
| ALUImm_o | 32 |
| r1_data | 1024 |
| ALUr1Data_o | 32 |
| id | 160 |
| op | 192 |
| ALUr2Data_o | 32 |
| ALUPc_o | 32 |
| r1_id | 155 |
| r2_data | 1024 |
| avail | 32 |
| imm | 1024 |
| r2_id | 155 |
| cur | 32 |
## cells by family after synthesis
| group | synth area share |
|---|---|
| and+or+nand+nor | 0.0662 |
| muxes | 0.193 |
| DFF | 0.619 |
| buffers and inverters | 0.0303 |
| adders and majority gates | 0.000310 |
| xor gates and xnor gates | 0.0230 |
| AOI/OAI and AO/OA | 0.0683 |
## cell type report
type / instances / area (um^2)
clock buffer: 642 / 13800
clock inverter: 270 / 2380
multi-input combinational: 10400 / 86200
antenna: 49 / 123
tap: 10800 / 13500
sequential: 5031 / 150000
fill: 75300 / 527000
timing repair buffer: 1241 / 9930
inverter: 124 / 578
## per-layer routing
layer / share of wire / vias up / GRT usage
li1: - / 66000 / -
met1: 0.33 / 77800 / 0.277
met2: 0.44 / 11600 / 0.346
met3: 0.16 / 2504 / 0.164
met4: 0.077 / 61 / 0.141
met5: 0.0019 / - / 0.0167
## worst max-delay path, cell delays in order
cell and delay (ps):
clkdlybuf4s50_1 460, nor2_4 390, buf_4 600, nand2_1 420, nor3_1 680, nand2_1 1070
inv_8 810, buf_4 590
Power and IR drop assume default switching activity.
